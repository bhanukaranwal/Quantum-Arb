==> flow/design.v <==
module order_book_poc (
    input wire clk,          
    input wire rst_n,        
    input wire        valid_in,      
    input wire [31:0] price_in,      
    input wire [31:0] size_in,       
    input wire        side_in,       
    output reg [31:0] best_bid_price,  
    output reg [31:0] best_bid_size,   
    output reg [31:0] best_ask_price,  
    output reg [31:0] best_ask_size    
);
    reg [31:0] internal_best_bid_price;
    reg [31:0] internal_best_bid_size;
    reg [31:0] internal_best_ask_price;
    reg [31:0] internal_best_ask_size;
    always @* begin
        best_bid_price = internal_best_bid_price;
        best_bid_size  = internal_best_bid_size;
        best_ask_price = internal_best_ask_price;
        best_ask_size  = internal_best_ask_size;
    end
    always @(posedge clk or negedge rst_n) begin
        if (!rst_n) begin
            internal_best_bid_price <= 32'd0;
            internal_best_bid_size  <= 32'd0;
            internal_best_ask_price <= 32'hFFFFFFFF;
            internal_best_ask_size  <= 32'd0;
        end else begin
            if (valid_in) begin
                if (side_in == 0) begin  
                    if (price_in > internal_best_bid_price) begin
                        internal_best_bid_price <= price_in;
                        internal_best_bid_size  <= size_in;
                    end
                end else begin  
                    if (price_in < internal_best_ask_price) begin
                        internal_best_ask_price <= price_in;
                        internal_best_ask_size  <= size_in;
                    end
                end
            end
        end
    end
endmodule
==> flow/run.sh <==
#!/bin/bash
# OpenROAD 26Q1-2900-gdf79404cd8, Yosys 0.63+post, stock flow scripts
make -C /OpenROAD-flow-scripts/flow DESIGN_CONFIG=/design/flow/config.mk WORK_HOME=/design/flow/orfs finish
==> flow/config.mk <==
export PLATFORM = sky130hd
export DESIGN_NAME = order_book_poc
export DESIGN_NICKNAME = order_book_poc
export VERILOG_FILES = /design/flow/design.v
export SDC_FILE = /design/flow/constraint.sdc
export NUM_CORES = 4
export LEC_CHECK = 1
export CORE_UTILIZATION = 30
==> flow/constraint.sdc <==
current_design order_book_poc

set clk_period 14.8
set clk_io_pct 0.2

create_clock -name clk0 -period $clk_period [get_ports {clk}]

set non_clock_inputs [all_inputs -no_clocks]
set_input_delay [expr $clk_period * $clk_io_pct] -clock clk0 $non_clock_inputs
set_output_delay [expr $clk_period * $clk_io_pct] -clock clk0 [all_outputs]
==> ci_impl_report.md <==
### Metrics collected by this job

| Metric | Value |
|---|---|
| Status | finished clean |
| Met1 usage | 20.3% |
| Hold Fails Final Rpt | 0 |
| GRT Total Usage | 14.9% |
| Crit end category | flip-flop |
| Post_cts resized | 0 |
| Avg Inst Size Synth | 13.1 sq um |
| Top-area cell share | 37.5% |
| Sw power | 518 uW |
| Gate Area | 2830 sq um |
| WP buf/inv | 2 |
| Met3 Use GR | 5.98% |
| Number of global-route vias before repair | 4858 |
| Detailed placement HPWL | 11.2 mm |
| Vias | 4515 |
| Total CTS buffers | 17 |
| # diodes | 0 |
| Reg clk slew, reported paths | 0.06 ns |
| FFs w/ async S/R, synth | 100% |
| Maximum vdd ir drop | 0.103 mV |
| Part of the Yosys area used for sequential elements | 50.7% |
| Critical path arrival | 6.48 ns |
| Pre-Place Util | 30.6% |
| Top area cell types | dfrtp_1, mux2_2, dfstp_2 |
| Global Route met2 Usage | 23.7% |
| OpenROAD warning count | 25 |
| Max-cap violations | 0 |
| Hold path startpoint | internal_best_bid_size[31]$_DFFE_PN0P_ |
| Drt drc | 0 |
| Worst slew pin tran | 0.760 ns |
| Yosys cell count | 489 |
| Drt total wl | 15.2 mm |
| Fin crit share | 41.8% |
| Slew Viols, Final | 0 |
| Max stage delay on crit path | 0.70 ns |
| # Post-CTS Setup Buffers | 0 |
| Drt initial violations | 98 |
| Critical Path Source Type | input pin |
| FF+latch area | 3240 sq um |
| Die width | 148 microns |
| IO Count | 196 |
| Crit-path cells | clkdlybuf4s50_1 -> ha_1 -> a211oi_1 -> o21ai_0 -> a221oi_1 -> o221ai_1 -> a21oi_4 -> buf_4 -> mux2_2 |
| Hold_buf cts | 0 |
| Root Buffer | clkbuf_16 |
| Wire per inst | 15.5 microns |
| Synthesis warning total | 1 |
| PwrDens | 204 nW/um^2 |
| Area growth from synthesis to final layout | 44.3% |
| Clock sinks | 128 |
| Ys flops | 128 |
| Clk pwr share | 22.0% |
| Max-Slew Margin vs Limit | 49.3% |
| Slowest-stage cell, CP | buf_4 |
| CP Class | in -> reg |
| Number of enable flip-flop cells | 0 |
| Most used routing layer | met2 |
| CTS tree | yes |
| Layout cells sized above 1 | 24.3% |
| Netlist cell types | 33 |
| Internal reg-to-reg setup slack | 11.12 ns |
| Worst hold slack | 0.487 ns |
| FMAX | 161 MHz |
| Level count of the clock H-tree | 4 |
| Largest net degree at the start of global routing | 60 |
| Routed Antenna Nets | 0 |
| Gpl congestion | 0.807 |
| First-pass GRT wire length | 25.1 mm |
| Grt ovf | 0 |
| RSZ-0062 raised after global routing | false |
| P_int | 1.36 mW |
| Post-synth design cell area | 6400 sq um |
| Flop pwr share | 36.4% |
| # port buffers | 195 |
| DRT Pass-1 Iters | 4 |
| HP Class | reg -> reg |
| Vias/cell | 4.59 |
| Sw Ratio | 27.5% |
| Row count | 53 |
| Main flop type | dfrtp_1 |
| Initial antenna violation count | 0 |
| Skew final | 0.0113 ns |
| Critical path fanouts, max | 51 |
| Gate power share | 41.6% |
| Crit path from | price_in[2] |
| Final setup viols | 0 |
| Leak pwr | 4.06 nW |
| Cell family with the largest share of critical-path delay | AND-OR/OR-AND gates |
| Setup TNS | 0 ns |
| Reg2Reg Launch Point | internal_best_ask_price[2]$_DFFE_PN1P_ |
| Min Tclk post-route | 6.19 ns |
| Fillcell total | 1898 |
| Clk ins delay skew pair | 0.41 ns |
| Die Y | 148 microns |
| Chip area | 21900 sq um |
| YS chip area | 6400 sq um |
| Required time worst endpoint | 15.09 ns |
| Final core utilization | 44.1% |
| Clk buf depth | 2 |
| Core ar. | 21000 sq um |
| Mapped Cells | 489 |
| Synth area leader | dfrtp_1 |
per-stage QoR:
step	std cells	setup slack [ns]	cell area, sq um	total power [mW]
floorplan	489	9.67	6400	0.984
global placement	952	8.11	8640	1.47
detailed placement	952	8.04	8640	1.48
CTS	984	8.49	9240	1.92
global route	984	8.39	9240	2.04
finish	984	8.61	9240	1.88
sequential cells by signal (all words and copies together), names as in the netlist:
signal                   cells
internal_best_ask_size      32
internal_best_bid_price     32
internal_best_ask_price     32
internal_best_bid_size      32
logic make-up (layout without fill, tap and decap cells):
| group | count (synthesis) | after routing | synth area share [%] |
|---|---|---|---|
| AOI/OAI and AO/OA | 53 | 53 | 5.45 |
| adders and majority gates | 63 | 63 | 12.3 |
| buffers and inverters | 75 | 295 | 5.22 |
| DFF | 128 | 128 | 50.7 |
| muxes | 128 | 128 | 22.5 |
| and+or+nand+nor | 42 | 42 | 3.85 |
cell usage after synthesis, types with 6 or more instances:
cell type	number
buf_2	6
nand4_1	9
dfrtp_1	96
o21ai_0	7
a21o_1	10
a21oi_1	21
ha_1	63
buf_6	6
dfstp_2	32
inv_1	63
mux2_1	29
mux2_2	99
nand2_1	10
area by class of cell:
| cell class | count | share of cell area (%) |
|---|---|---|
| Multi-Input combinational cell | 286 | 30.7 |
| Clock inverter | 12 | 1.48 |
| Tap cell | 275 | 3.73 |
| Timing Repair Buffer | 200 | 21.5 |
| Sequential cell | 128 | 35.1 |
| Inverter | 63 | 2.56 |
| Clock buffer | 20 | 4.94 |
per-layer routing:
metal / vias up / part of all wire, %
met1: 2205 / 44
met5: - / 0
met4: 0 / 0.75
met2: 139 / 46
met3: 8 / 9.2
li1: 2163 / -
cells in the final DEF, fill, tap and decap left out, types with 3 or more instances in the layout:
| master | Yosys | final |
|---|---|---|
| clkdlybuf4s50_1 | 0 | 194 |
| mux2_2 | 99 | 99 |
| dfrtp_1 | 96 | 96 |
| inv_1 | 63 | 63 |
| ha_1 | 63 | 63 |
| dfstp_2 | 32 | 32 |
| mux2_1 | 29 | 29 |
| a21oi_1 | 21 | 21 |
| clkbuf_16 | 0 | 17 |
| nand2_1 | 10 | 10 |
| a21o_1 | 10 | 10 |
| nand4_1 | 9 | 9 |
| o21ai_0 | 7 | 7 |
| buf_4 | 0 | 6 |
| nand3_1 | 5 | 5 |
| a211oi_1 | 5 | 5 |
| and4_1 | 5 | 5 |
| clkinv_4 | 0 | 5 |
| nor2_1 | 4 | 4 |
| clkinvlp_4 | 0 | 3 |
power groups by stage:
stage         registers [mW]  logic [mW]  clock network (mW)
finish                 0.685       0.783               0.414
global route           0.714       0.881               0.443
CTS                    0.689       0.799               0.427
path summary, 6_finish.rpt:
check                                                          end  depth (start not counted)
setup / recovery            internal_best_ask_size[19]$_DFFE_PN0P_                          9
hold / removal              internal_best_bid_size[31]$_DFFE_PN0P_                          1
setup reg to reg            internal_best_ask_size[19]$_DFFE_PN0P_                          9
hold reg to reg             internal_best_bid_size[31]$_DFFE_PN0P_                          1
max in group asynchronous  internal_best_bid_price[12]$_DFFE_PN0P_                          2
min in group asynchronous   internal_best_ask_size[11]$_DFFE_PN0P_                          1
Power figures rest on the tool's default switching activity, not on a simulated workload.
