==> flow/design.v <==
module hw_feature_engine (
    input wire clk,
    input wire rst_n,
    input wire        event_valid,
    input wire [31:0] event_price,
    input wire [31:0] event_size,
    input wire [1:0]  event_type,  
    output reg [15:0] book_imbalance_fixed,
    output reg [7:0]  trade_intensity
);
    reg [63:0] total_bid_volume;
    reg [63:0] total_ask_volume;
    reg [7:0]  trade_count_window;
    localparam COUNT_DECAY_RATE = 8'd1;  
    localparam CYCLES_PER_DECAY = 1000;  
    reg [15:0] decay_timer;
    always @(posedge clk or negedge rst_n) begin
        if (!rst_n) begin
            trade_count_window <= 8'd0;
            decay_timer <= 0;
        end else begin
            if (event_valid && event_type == 2'b10) begin
                if (trade_count_window < 8'hFF) begin
                    trade_count_window <= trade_count_window + 1;
                end
            end
            if (decay_timer == CYCLES_PER_DECAY - 1) begin
                if (trade_count_window > COUNT_DECAY_RATE) begin
                    trade_count_window <= trade_count_window - COUNT_DECAY_RATE;
                end else begin
                    trade_count_window <= 8'd0;
                end
                decay_timer <= 0;
            end else begin
                decay_timer <= decay_timer + 1;
            end
        end
    end
    always @(posedge clk or negedge rst_n) begin
        if (!rst_n) begin
            total_bid_volume <= 64'd0;
            total_ask_volume <= 64'd0;
            book_imbalance_fixed <= 16'd0;
        end else begin
            if (event_valid) begin
                case (event_type)
                    2'b00: total_bid_volume <= total_bid_volume + event_size;  
                    2'b01: total_ask_volume <= total_ask_volume + event_size;  
                endcase
            end
            if ((total_bid_volume + total_ask_volume) > 0) begin
                book_imbalance_fixed <= (total_bid_volume * 1024) / (total_bid_volume + total_ask_volume);
            end else begin
                book_imbalance_fixed <= 16'd0;
            end
        end
    end
    always @* begin
        trade_intensity = trade_count_window;
    end
endmodule
==> flow/run.sh <==
#!/bin/bash
# OpenROAD 26Q1-2900-gdf79404cd8, Yosys 0.63+post, stock flow scripts
make -C /OpenROAD-flow-scripts/flow DESIGN_CONFIG=/design/flow/config.mk WORK_HOME=/design/flow/orfs finish
==> flow/config.mk <==
export PLATFORM = sky130hd
export DESIGN_NAME = hw_feature_engine
export DESIGN_NICKNAME = hw_feature_engine
export VERILOG_FILES = /design/flow/design.v
export SDC_FILE = /design/flow/constraint.sdc
export NUM_CORES = 4
export LEC_CHECK = 1
export CORE_UTILIZATION = 40
==> flow/constraint.sdc <==
current_design hw_feature_engine

set clk_period 1052.8
set clk_io_pct 0.2

create_clock -name clk0 -period $clk_period [get_ports {clk}]

set non_clock_inputs [all_inputs -no_clocks]
set_input_delay [expr $clk_period * $clk_io_pct] -clock clk0 $non_clock_inputs
set_output_delay [expr $clk_period * $clk_io_pct] -clock clk0 [all_outputs]
==> flow_metrics.env <==
# yosys + openroad results
export IMPL_r2r_setup_slack_ns=779.33
export IMPL_timing_critical_path_from_type="register"
export IMPL_final_sum_of_negative_setup_slack_ns=0
export IMPL_viasPerCell=6.320
export IMPL_cts_root_buf="sky130_fd_sc_hd__clkbuf_16"
export IMPL_synth_cells_yosys=19890
export IMPL_antenna_found_initial=39
export IMPL_outcome="complete, no violations"
export IMPL_critical_path_max_stage_delay_ns=0.83
export IMPL_ctsHtreeMaxLevel=4
export IMPL_post_place_ws_ns=789.19
export IMPL_yosysWarningCount=1
export IMPL_top_level_pins=93
export IMPL_drive_above_1_share=0.05977
export IMPL_synthTopCellsByArea="sky130_fd_sc_hd__ha_1 21%, sky130_fd_sc_hd__xnor2_1 7.5%, sky130_fd_sc_hd__a21oi_1 7.3%"
export IMPL_warnings=61
export IMPL_synth_ff_latch_count=168
export IMPL_tritoncts="yes"
export IMPL_setup_viol_count_final=0
export IMPL_final_max_slew_viol_count=0
export IMPL_grt_usage=0.3738
export IMPL_core_region_area_um2=330800
export IMPL_worst_path_max_delay_cell="sky130_fd_sc_hd__or4b_2"
export IMPL_fillCellCount=34640
export IMPL_post_route_wl_um=636500
export IMPL_die_width_um=578.9
export IMPL_placed_area_um2=141300
export IMPL_grt_remaining_overflow=0
export IMPL_via_count_of_the_first_global_routing_pass=137300
export IMPL_worst_setup_hold_path_clk_slew_ns=0.10
export IMPL_fin_skew_ns=0.03087
export IMPL_worst_slew_pin_transition_ns=1.049
export IMPL_timing_critical_path_arrival_ns=273.87
export IMPL_drc=0
export IMPL_synth_cell_area_um2=133100
export IMPL_post_synth_num_cell_types=114
export IMPL_fin_cells=24200
export IMPL_average_footprint_of_a_synthesized_cell_um2=6.693
export IMPL_placement_rows=211
export IMPL_clock_path_buffers=2
export IMPL_largest_area_cell="sky130_fd_sc_hd__ha_1"
export IMPL_worstHoldPathType="reg2reg"
export IMPL_edf_count=0
export IMPL_post_cts_resized_instances=0
export IMPL_cpMostUsedCell="sky130_fd_sc_hd__buf_4"
export IMPL_finish_instance_area_um2=142000
export IMPL_postRouteAntennaNets=0
export IMPL_post_route_period_util=0.2598
export IMPL_buffer_ports_inserted=60
export IMPL_synthToLayoutAreaGrowth_pct=6.684
export IMPL_vias=152900
export IMPL_post_place_cells=24140
export IMPL_cap_violations=0
export IMPL_dr_pass1_iters=8
export IMPL_avgRoutedWirePerCell_um=26.31
export IMPL_drt_iter0_markers=15000
export IMPL_layout_cells_most_common_list="2297 x sky130_fd_sc_hd__nor2_1, 2200 x sky130_fd_sc_hd__ha_1, 2193 x sky130_fd_sc_hd__nand2_1"
export IMPL_required_ns=1053.20
export IMPL_grt_first_pass_wirelength_um=920200
export IMPL_min_period_ns=273.47
export IMPL_setup_repair_after_global_routing_missed_its_margin="false"
export IMPL_critical_path_peak_fanout=56
export IMPL_yosys_most_used_dff="sky130_fd_sc_hd__dfrtp_1"
export IMPL_layout_setup_ws_ns=779.33
export IMPL_fmax_mhz=3.657
export IMPL_timing_slew_headroom=0.2961
export IMPL_worstSkewPairLatency_ns=0.55
export IMPL_final_hold_viol_count=0
export IMPL_largest_net_degree_at_the_start_of_global_routing=81
export IMPL_post_synth_inst_count=19890
export IMPL_synthDominantCellAreaShare=0.2069
export IMPL_final_layout_top_logic_cell="sky130_fd_sc_hd__nor2_1"
export IMPL_hpwl_after_dpl_um=521700
export IMPL_crit_type="reg2reg"
export IMPL_cts_buffers_inserted=17
export IMPL_hold_buffers=0
export IMPL_floorplan_core_util=0.4024
export IMPL_global_placement_routability_congestion=1.087
export IMPL_worstSetupEndpointType="register"
export IMPL_floorplan_die_area_um2=335100
export IMPL_die_size_y_um=578.9
export IMPL_clock_sink_count=168
export IMPL_fraction_of_registers_with_async_set_or_reset_after_synthesis=1.000
export IMPL_yosysSeqAreaShare=0.03158
export IMPL_cts_setup_buffers=0
export IMPL_synth_chip_area_um2=133100
sequential cells by signal (all words and copies together) (netlist names):
| signal | cells |
|---|---|
| decay_timer | 16 |
| trade_count_window | 8 |
| book_imbalance_fixed | 16 |
| total_bid_volume | 64 |
| total_ask_volume | 64 |
worst max-delay path: cells and delay by family, from the launching register on:
family | cells | cell delay [ns]
flops | 1 | 0.75
xor+xnor | 2 | 0.71
buf+inv | 119 | 32.10
fa+ha+maj | 66 | 21.26
mux | 12 | 4.73
compound gates | 532 | 155.42
simple gates | 223 | 56.71
layer usage:
layer  vias up  routed length, um  global-route usage
met1     71620             279700              0.5368
met4        34              32680              0.1553
li1      73200                  -                   -
met5         -                363                   0
met3      1185              64950             0.07367
met2      6883             258700              0.5438
logic make-up after synthesis:
family / Yosys count / synth area share
and+or+nand+nor: 7408 / 0.2579
AOI/OAI and AO/OA: 6693 / 0.3244
adders and majority gates: 2205 / 0.2075
xor gates and xnor gates: 1775 / 0.1168
buffers and inverters: 1363 / 0.03928
muxes: 277 / 0.02251
DFF: 168 / 0.03158
final cells by class:
class | count | area [um^2] | area share
clock inverters | 15 | 222.7 | 0.001568
repair buffers | 591 | 4641 | 0.03268
clock buffers | 17 | 425.4 | 0.002995
multi-input cells | 18360 | 124500 | 0.8768
well taps | 4366 | 5463 | 0.03847
flip-flops and latches | 168 | 4204 | 0.02960
inverters | 660 | 2495 | 0.01757
diodes | 21 | 52.55 | 0.0003700
metrics by stage:
step / hold WS [ns] / utilization
final: 0.4774 / 0.4293
after global routing: 0.5166 / 0.4292
after CTS: 0.4763 / 0.4292
after detailed placement: 0.4640 / 0.4272
after global placement: 0.4620 / 0.4272
after floorplan: 0.4434 / -
worst paths after layout:
path                                     start  depth (start not counted)                       to
setup / recovery           total_ask_volume[0]                        954  book_imbalance_fixed[0]
hold / removal                 decay_timer[15]                          1          decay_timer[15]
setup reg to reg           total_ask_volume[0]                        954  book_imbalance_fixed[0]
hold reg to reg                decay_timer[15]                          1          decay_timer[15]
max in group asynchronous                rst_n                          3     total_bid_volume[10]
min in group asynchronous                rst_n                          1           decay_timer[0]
Yosys cell counts, drive strengths merged, types with 47 or more instances:
library cell,n
o211ai,178
a21o,894
mux2i,101
a21boi,70
o31a,56
a211oi,165
or2,129
o22ai,58
o2111ai,59
a21oi,1952
nand4,265
mux2,176
xor2,638
clkbuf,509
nor4,121
nand2b,268
nand2,2199
nor2b,336
a31o,49
o31ai,167
nand3,544
o21a,472
ha,2201
dfrtp,168
a31oi,330
buf,194
and3,191
nor2,2307
xnor2,1137
a211o,60
or3,207
and2,137
inv,660
o221ai,47
nor3,506
and4,73
o21bai,243
o21ai,1313
